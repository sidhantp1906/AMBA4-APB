==> flow/design.v <==
`timescale 1ns / 1ps
module apbmaster(
input 		pclk,
input 		presetn,
input 		[1:0]add, 
output reg	psel,
output reg	penable,
output 		[7:0] paddr,
output 		pwrite,
output 		[7:0]pwdata,
input  		[7:0]prdata,
input 		pready
    );
reg [7:0]cur_pwrite,nex_pwrite,cur_prdata,nex_prdata;
reg [1:0] cur_s,nex_s;
parameter idle = 2'b00,setup = 2'b01,access = 2'b10;
always @(posedge pclk)
begin
	if(~presetn)
	begin
		cur_s <= idle;
		cur_pwrite <= 7'b0;
		cur_prdata <= 7'b0;
		end
	else
	begin
		cur_s <= nex_s;
		cur_pwrite <= nex_pwrite;
		cur_prdata <= nex_prdata;
	end
end 
always @(cur_s or add)
begin
	case(cur_s)
	idle:begin
			if(add[0])
			begin
			nex_s = setup;
			nex_pwrite = add[1];
			end
			else
			nex_s = idle;
			end
	setup:begin
				psel = 1;
				penable = 0;
				nex_s = access;
			end
	access:begin
				psel = 1;
				penable = 1;
				if(pready)
				begin
				if(~cur_pwrite)
				begin
				nex_prdata = prdata;
				nex_s = idle;
				end
				end
				else
				nex_s = access;
			end
	default:begin
	psel = 0;
	penable = 0;
	nex_s = idle;
	nex_prdata = cur_prdata;
	nex_pwrite = cur_pwrite;
	end
	endcase
end
assign paddr = (cur_s == access)?8'h32:8'h0000;
assign pwrite = cur_pwrite;
assign pwdata = (cur_s == access)?cur_prdata:7'b0;
endmodule
==> flow/run.sh <==
#!/bin/bash
# OpenROAD 26Q1-2900-gdf79404cd8, Yosys 0.63+post, stock flow scripts
make -C /OpenROAD-flow-scripts/flow DESIGN_CONFIG=/design/flow/config.mk WORK_HOME=/design/flow/orfs finish
==> flow/config.mk <==
export PLATFORM = sky130hd
export DESIGN_NAME = apbmaster
export DESIGN_NICKNAME = apbmaster
export VERILOG_FILES = /design/flow/design.v
export SDC_FILE = /design/flow/constraint.sdc
export NUM_CORES = 4
export LEC_CHECK = 1
export CORE_AREA = 10 10 99 99
export DIE_AREA = 0 0 109 109
==> flow/constraint.sdc <==
current_design apbmaster

set clk_period 2.3
set clk_io_pct 0.2

create_clock -name clk0 -period $clk_period [get_ports {pclk}]

set non_clock_inputs [all_inputs -no_clocks]
set_input_delay [expr $clk_period * $clk_io_pct] -clock clk0 $non_clock_inputs
set_output_delay [expr $clk_period * $clk_io_pct] -clock clk0 [all_outputs]
==> results_dict.tcl <==
# flow metrics
set metrics [dict create \
    per_cell_routed_wire_length_um 9.523 \
    grt_pass1_wl_um 3795 \
    drive_gt1_share_pct 12.41 \
    synth_area_per_cell_um2 10.67 \
    postCtsHoldBufs 0 \
    yosys_register_bits 38 \
    grt_util_all_layers_pct 4.007 \
    ys_async_sr_fraction_pct 0 \
    antenna_found_initial 0 \
    place_congestion 0.7227 \
    outcome "finished, final reports clean" \
    design.portCount 32 \
    pwr-share-seq_pct 51.9 \
    maxCapViolations 0 \
    ys_chip_area_mm2 0.001195 \
    critical_path_class "flop to output pin" \
    unclocked_pins 20 \
    common_cells "sky130_fd_sc_hd__and2_1, sky130_fd_sc_hd__dlxtn_1, sky130_fd_sc_hd__dfxtp_1" \
    grt_pass1_vias 745 \
    hold_path.class "primary input to flop" \
    untimed_endpoints 22 \
    die.size.y_um 109 \
    ys_types 20 \
    critical_path.slowest_cell "sky130_fd_sc_hd__clkdlybuf4s50_1" \
    library_cell_with_the_largest_summed_area_after_synthesis "sky130_fd_sc_hd__dfxtp_1" \
    min_path_cells 2 \
    yosys_warnings 1 \
    vias_per_cell 2.996 \
    peakVddDrop_mv 0.2070 \
    setup_viol_count_final 0 \
    critical_path.max_fanout 12 \
    power.net_switching_w 0.0001264 \
    cellLeakagePower_nw 0.6508 \
    timing.final.crit_share_pct 93.34 \
    drtPass1Iterations 3 \
    ant_nets 0 \
    tritoncts "yes" \
    worst-slew-pin-transition_ns 0.8013 \
    synth_area_mm2 0.001195 \
    cts-root-buf "sky130_fd_sc_hd__clkbuf_8" \
    num_rows 32 \
    chipWidth_um 109 \
    cts_setup_buffers 0 \
    worst_setup_end_kind "output pin" \
    fillerInstances 836 \
    route.detailed.drc 0 \
    grt_setup_unrepaired "false" \
    final.setup.tns_ns 0 \
    cts_buffers 3 \
    finalCoreUtilization_pct 20.56 \
    ctsHtreeMaxLevel 1 \
    floorplan.die_area_mm2 0.01188 \
    maximum_clock_path_buffer_count 2 \
    grt_max_degree 19 \
    p_per_area_mw_per_mm2 399.4 \
    totalWireLength_um 2276 \
    timing.slew.headroom_pct 46.02 \
    worst_setup_hold_path_clk_slew_ns 0.07 \
    drt_iter0_markers 32 \
    critPathMaxStageDelay_ns 0.46 \
    syn_inst 112 \
    timing.critical_path.cells "inv_1 > ha_2 > buf_6 > and2_1 > clkdlybuf4s50_1" \
    yosys.cell_count.top_type "sky130_fd_sc_hd__and2_1" \
    dr_total_vias 716 \
    flop_area_um2 660.6 \
    clkPwrFrac_pct 41.0 \
    clock.fmax_mhz 465.8 \
    timing.critical_path.arrival_ns 1.69 \
    number_of_enable_flip_flop_cells 0 \
    dpl.hpwl_um 1744 \
    power_report.internal_total_w 0.0005083 \
    placement.io_buffers 26 \
    total_antenna_diodes_in_the_routed_design 0 \
    flow.area_growth_from_synthesis_pct 32.98 \
    netSwitchingFraction_pct 19.91 \
    floorplan.initialDensity_pct 15.46 \
    synth.top_cell.area_share_pct 30.16 \
    log.warning_count 28 \
    power.share.combinational_pct 7.1 \
    area_leaders "sky130_fd_sc_hd__dfxtp_1, sky130_fd_sc_hd__dlxtn_1, sky130_fd_sc_hd__and2_1" \
    finalHoldViolCount 0 \
    grt_overflow_total 0 \
    ys_cells 112 \
    multi_input_comb_area_um2 455.4 \
    slew_viol_final 0 \
    cts_repair_resize_count 0 \
    timing.critical_path.from_type "flop" \
    floorplan.core_area_mm2 0.007727 \
    final.min_clock_period_ns 2.147 \
    timing.critical_path.required_ns 1.84 \
    ys_dominant_reg_cell "sky130_fd_sc_hd__dlxtn_1" \
]
[cell families after synthesis]
family,Yosys count,synth area share (%)
AND-OR/OR-AND,1,0.4184
adder cells (fa/ha/maj),4,4.189
latches,20,25.13
flip-flops,18,30.16
AND/OR/NAND/NOR,44,22.09
buffers and inverters,14,8.063
multiplexers,10,9.633
other,1,0.3138
[power by group through the flow]
stage / clock network (W) / logic [W] / registers (W)
4_1_cts: 0.000273 / 0.0000468 / 0.000329
5_1_grt: 0.000281 / 0.0000512 / 0.000330
6_report: 0.000260 / 0.0000452 / 0.000329
[final cells by class]
type / instances / share of cell area [%]
inverter: 3 / 0.7087
timing repair buffer: 28 / 17.56
multi-input combinational: 64 / 28.66
sequential: 38 / 41.57
clock buffer: 4 / 3.465
tap: 102 / 8.031
[stage by stage]
stage          area [um^2]  hold WS (ns)  worst slack (ns)  total power, W  instances
2_1_floorplan         1210        0.5817            0.8036       0.0003583        116
3_3_place_gp          1528         1.189            0.3421       0.0003839        235
3_5_place_dp          1528         1.179            0.3167       0.0003829        235
4_1_cts               1583         1.216           0.03649       0.0006493        239
5_1_grt               1589         1.268           0.01328       0.0006622        239
6_report              1589         1.190            0.1532       0.0006347        239
[cell usage in the layout, fill, tap and decap left out]
cell / synthesis / layout
sky130_fd_sc_hd__mux2_4: 1 / 1
sky130_fd_sc_hd__ha_2: 0 / 1
sky130_fd_sc_hd__buf_6: 2 / 1
sky130_fd_sc_hd__mux2i_1: 1 / 1
sky130_fd_sc_hd__or2_1: 1 / 1
sky130_fd_sc_hd__ha_1: 4 / 3
sky130_fd_sc_hd__nor2b_1: 7 / 7
sky130_fd_sc_hd__conb_1: 1 / 5
sky130_fd_sc_hd__and2_1: 26 / 26
sky130_fd_sc_hd__o21ai_0: 1 / 1
sky130_fd_sc_hd__nand2b_1: 1 / 1
sky130_fd_sc_hd__inv_1: 3 / 3
sky130_fd_sc_hd__dfxtp_1: 18 / 18
sky130_fd_sc_hd__dlxtn_1: 20 / 20
sky130_fd_sc_hd__nor3_2: 1 / 1
sky130_fd_sc_hd__clkdlybuf4s50_1: 0 / 26
sky130_fd_sc_hd__clkbuf_8: 0 / 4
sky130_fd_sc_hd__buf_4: 7 / 1
sky130_fd_sc_hd__nand2_1: 3 / 3
sky130_fd_sc_hd__nor2_1: 3 / 3
sky130_fd_sc_hd__nand4_1: 2 / 2
sky130_fd_sc_hd__mux2_2: 8 / 8
[critical path: cells and delay by family (launching register included)]
kind | cells | cell delay (ns)
buf+inv | 3 | 0.73
flops | 1 | 0.33
fa+ha+maj | 1 | 0.25
simple gates | 1 | 0.12
[layer usage]
metal	share of wire [%]	global-route usage [%]
met3	12	2.151
met4	0	0.1883
met1	48	5.425
met2	40	5.827
met5	0	0
[flip-flops by register name, summed over array words and instances, names as in the netlist]
| signal | count |
|---|---|
| cur_prdata | 8 |
| cur_pwrite | 8 |
| cur_s | 2 |
| psel | 1 |
| nex_pwrite | 8 |
| nex_s | 2 |
| nex_prdata | 8 |
| penable | 1 |
[path summary, 6_finish.rpt]
path	to	slack, ns	start
hold / removal	cur_prdata[2]	1.19	presetn
setup / recovery	pwdata[0]	0.15	cur_s[0]
Power is estimated from default activity; no workload was simulated.
